### flow/design.v
 module dmem (
        input  wire        clk,
        input  wire        we,
        input  wire [5:0]  a,
        input  wire [31:0] d,
        output wire [31:0] q,
        input  wire        rst
    );
    reg [31:0] ram [0:63];
    integer n;
    initial begin
        for (n = 0; n < 64; n = n + 1) ram[n] = 32'hFFFFFFFF;
    end
    always @ (posedge rst) begin
    end
    always @ (posedge clk, posedge rst) begin
        if (rst) for (n = 0; n < 64; n = n + 1) ram[n] = 32'hFFFFFFFF;
        else if (we) ram[a] <= d;
    end
    assign q = ram[a];
endmodule
### flow/run.sh
#!/bin/bash
# OpenROAD 26Q1-2900-gdf79404cd8, Yosys 0.63+post, stock flow scripts
make -C /OpenROAD-flow-scripts/flow DESIGN_CONFIG=/design/flow/config.mk WORK_HOME=/design/flow/orfs finish
### flow/config.mk
export PLATFORM = sky130hd
export DESIGN_NAME = dmem
export DESIGN_NICKNAME = dmem
export VERILOG_FILES = /design/flow/design.v
export SDC_FILE = /design/flow/constraint.sdc
export NUM_CORES = 4
export LEC_CHECK = 1
export CORE_UTILIZATION = 50
### flow/constraint.sdc
current_design dmem

set clk_period 4.6
set clk_io_pct 0.2

create_clock -name clk0 -period $clk_period [get_ports {clk}]

set non_clock_inputs [all_inputs -no_clocks]
set_input_delay [expr $clk_period * $clk_io_pct] -clock clk0 $non_clock_inputs
set_output_delay [expr $clk_period * $clk_io_pct] -clock clk0 [all_outputs]
==> job_summary.md <==
### Yosys + OpenROAD results

| Metric | Value |
|---|---|
| Critical-path top delay cell | `nor4b_4` |
| Area of the core | `181,000 sq um` |
| MaxCap Viol Count | `0` |
| Top Layout Cells | `2,048 x dfstp_2, 2,047 x mux2_2, 640 x buf_4, 564 x a22oi_1, 296 x buf_12` |
| Worst-path cell chain | `buf_2 > buf_12 > buf_8 > nor4b_4 > and2_4 > buf_6 > buf_12 > buf_8 > a22oi_2 > buf_4 > and4_1 > nand4_1 > o32a_1 > clkdlybuf4s50_1` |
| Syn Std Cell Area | `91,500 sq um` |
| Die width | `430 microns` |
| Largest type area fraction | `0.588` |
| Dominant combinational family | `multiplexers` |
| Sequential Power Share | `0.514` |
| EDFF count, synth | `0` |
| CP required | `3.68 ns` |
| AND-OR/OR-AND Cells, Area Fraction | `0.0833` |
| Ys flop type | `dfstp_2` |
| Internal power | `34.6 mW` |
| Layout Cells excl Fill | `9,702` |
| R2R Setup Slk | `3.76 ns` |
| Failing checks | `setup timing` |
| Simple-Gate Area Share | `0.0438` |
| Outcome | `finished with violations` |
| IO buf count | `72` |
| Hold Violations, Final | `0` |
| Clock power frac | `0.389` |
| Clock Tree Buf Depth | `3` |
| Row cnt | `156` |
| Die y size | `430 microns` |
| CTS H-tree depth | `4` |
| Crit path DAT | `3.78 ns` |
| Cell Pwr Density | `396 nW/um^2` |
| Final Util | `0.632` |
| Reg2reg start | `ram[25][13]` |
| YS chip area | `91,500 sq um` |
| Mux frac, synth | `0.254` |
| Setup violations, final | `4` |
| CTS sink count | `2,048` |
| Crit path max fanout | `7` |
| RSZ-0062 raised after global routing | `yes` |
| Global route total overflow | `0` |
| Warnings, synthesis | `2` |
| Sw frac | `0.237` |
| Post-synth seq share | `0.588` |
| Log Warnings | `57` |
| Layout area overhead | `25.2%` |
| Avg Inst Size Synth | `14.2 sq um` |
| Worst-Margin Slew | `0.996 ns` |
| Initial DRC Count | `4,690` |
| Post-synth ARST share | `1.00` |
| CTS tree | `yes` |
| Net switching power | `10.8 mW` |
| FP Util | `0.505` |
| Critical Path Source | `a[2]` |
| Global-route wire length before repair | `555,000 microns` |
| Clk_skew | `0 ns` |
| Number of global-route vias before repair | `65,900` |
| Area leader, netlist | `dfstp_2` |
| Die area | `185,000 sq um` |
| Clk root buf | `clkbuf_16` |
| CP Launch Type | `input pin` |
| Crit Path Category | `in2out` |
| Routed wire length | `407,000 microns` |
| Final WS setup | `-0.0995 ns` |
| Final Wtd Congestion | `1.01` |
| Max-slew headroom at the worst pin | `0.335` |
| Hold_buf cts | `0` |
| Worst-path clk slew | `0.06 ns` |
| DPL Wire Length | `256,000 microns` |
| Vias | `64,700` |
| Max reg flops | `2,048` |
| Delay-heaviest family, CP | `buffers and inverters` |
| Initial antenna violation count | `16` |
| Worst Setup End Kind | `output port` |
| Leak | `47.7 nW` |
| Minimum clock period | `4.70 ns` |
| Min-delay src | `ram[45][11]` |
| FA/HA/MAJ Cells, Area Fraction | `0` |
| Final Slew Violations | `0` |
| Pin count of the biggest net entering global routing | `129` |
| Routed wire per std cell | `41.9 microns` |
| Detailed-route DRC error count | `0` |
| Total Negative Setup Slacks | `-0.234 ns` |
| #FFs+latches synth | `2,048` |
| XOR/XNOR Area Share | `0` |
| I/O Pins | `73` |
| Yosys cell count | `6,451` |
| Layout cells sized above 1 | `0.814` |
| CP Buf/Inv Count | `8` |
| Placed Cells | `9,074` |
| Vias per cell | `6.67` |
| Max incr delay on CP | `0.46 ns` |
| Peak supply drop | `322 uV` |
| Worst min-delay path class | `reg2reg` |
| Commonest Layout Cell | `dfstp_2` |
| Synth unique cells | `55` |
| Cell count after synthesis | `6,451` |
| Fmax | `213 MHz` |
| Combinational share of power | `0.097` |
| Crit share post-route | `1.02` |
| Biggest regs | `ram x2048` |
| Synth area leaders | `dfstp_2 59%, mux2_2 25%, a22oi_1 5.5%` |
| Global-route usage over all layers | `0.473` |
| Fin area | `115,000 sq um` |
| Cell Area, Placed | `103,000 sq um` |
| Largest reg by FF count | `ram` |
| Latency at later pin | `0.86 ns` |
| Antenna-violating nets left | `0` |
| CTS buffer count | `214` |
| First-pass DRT Iterations | `5` |
final timing paths:
check / to / cells after the start
hold / removal: ram[45][11] / 1
setup reg to reg: ram[25][13] / 1
setup / recovery: q[1] / 14
hold reg to reg: ram[45][11] / 1
min in group asynchronous: ram[10][30] / 2
max in group asynchronous: ram[1][28] / 5
area by class of cell:
type                            instances  area, sq um
Timing Repair Buffer                 1131        12900
Fill cell                           13000        66700
Clock buffer                          334         6430
Multi-Input combinational cell       3732        37700
Antenna cell                           22         55.1
Tap cell                             2370         2970
Clock inverter                         64          727
Inverter                                1         7.51
Sequential cell                      2048        53800
stage by stage:
step	hold slack [ns]	setup slack, ns	power [mW]
after floorplan	0.599	-15.31	26.1
after detailed placement	0.607	-1.39	27.7
final	0.615	-0.0995	45.4
after global routing	0.621	-0.160	46.9
after CTS	0.616	-0.0646	45.5
after global placement	0.604	-1.43	27.5
metal layers:
metal / vias up / part of all wire / global-route usage
met2: 3609 / 0.42 / 0.632
met5: - / 0.0013 / 0.0159
met3: 1162 / 0.15 / 0.291
met4: 30 / 0.071 / 0.257
li1: 25700 / - / -
met1: 34200 / 0.35 / 0.607
synth_stat cells, types with 6 or more instances:
cell       count
dfstp_2     2048
mux2_2      2047
a22oi_1      670
clkbuf_1     320
buf_1        173
buf_2        169
nand4_1      165
and3_1       127
nand3_1       98
a22o_1        93
nand2_1       92
a221oi_1      75
nor2_1        64
a2111oi_0     38
and2_1        37
nor4_1        30
a21oi_1       28
and4_1        20
mux2i_1       18
o32a_1        17
or4_1         15
a31oi_1       12
a222oi_1      10
a2bb2oi_1     10
o2bb2ai_1      9
and2_0         6
buf_6          6
power by group through the flow:
stage	clock network [mW]	logic, mW	registers, mW
CTS	17.8	4.37	23.3
global route	18.5	4.72	23.6
finish	17.6	4.42	23.3
cell families (layout without fill, tap and decap cells):
family	count (synthesis)	count (layout)
and+or+nand+nor	687	688
other	0	22
buffers and inverters	672	1530
muxes	2070	2070
AOI/OAI and AO/OA	974	974
DFF	2048	2048
what timing repair did:
action / CTS / global route
cloned: 8 / 1
setup endpoints to repair: 32 / 24
pin swaps: 186 / 96
buffers inserted: 161 / 59
gates resized: 554 / 86
hold endpoints to repair: 0 / 0
Power and IR drop assume default switching activity.
